File: /design/flow/run.sh
#!/bin/bash
# OpenROAD 26Q1-2900-gdf79404cd8, Yosys 0.63+post, stock flow scripts
make -C /OpenROAD-flow-scripts/flow DESIGN_CONFIG=/design/flow/config.mk WORK_HOME=/design/flow/orfs finish
File: /design/flow/config.mk
export PLATFORM = sky130hd
export DESIGN_NAME = sequential_multiplier
export DESIGN_NICKNAME = sequential_multiplier
export VERILOG_FILES = /design/flow/design.v
export SDC_FILE = /design/flow/constraint.sdc
export NUM_CORES = 4
export LEC_CHECK = 1
export CORE_AREA = 10 10 113 113
export DIE_AREA = 0 0 123 123
File: /design/flow/constraint.sdc
current_design sequential_multiplier

set clk_period 9.8
set clk_io_pct 0.2

create_clock -name clk0 -period $clk_period [get_ports {clk}]

set non_clock_inputs [all_inputs -no_clocks]
set_input_delay [expr $clk_period * $clk_io_pct] -clock clk0 $non_clock_inputs
set_output_delay [expr $clk_period * $clk_io_pct] -clock clk0 [all_outputs]
File: /design/flow/design.v
`timescale 1ns / 1ps
module register(
        clk,
        rst_n,
        oe,
        we,
        in,
        out,
        disp_out
    );
parameter width = 16;
input               clk;
input               rst_n;
input               oe;
input               we;
input [width-1 : 0] in;
output[width-1 : 0] out;
output[width-1 : 0] disp_out;
reg [width-1 : 0]   data;
always @(posedge clk) begin
    if(!rst_n)
        data <= 0;
    else if(we)
        data <= in;
end
assign out = oe ? data : 0;
assign disp_out = data;
endmodule
`timescale 1ns / 1ps
module sequential_multiplier(
    clk,
    rst_n,
    a,
    b,
    write,
    multiply,
	 display,
    out);
	 parameter a_width = 8;
	 parameter b_width = 4;
	 parameter product_width = a_width+b_width;
	 parameter state_width = 2;
	 input clk;
	 input rst_n;
	 input [a_width-1:0] a;
	 input [b_width-1:0] b;
	 input write;
	 input multiply;
	 input display;
	 output [product_width-1:0] out;
	 reg a_reg_oe;
	 reg a_reg_we;
	 wire[a_width-1:0] a_reg_out;
	 wire [a_width-1:0] a_reg_disp_out;
	 reg b_reg_oe;
	 reg b_reg_we;
	 wire [b_width-1:0] b_reg_out;
	 wire [b_width-1:0] b_reg_disp_out;
	 reg prod_reg_oe;
	 reg prod_reg_we;
	 wire [product_width-1:0] product;
	 wire [product_width-1:0] prod_reg_disp_out;
	 reg [state_width-1:0] state, next_state;
	 register #(a_width) a_reg(clk, rst_n, a_reg_oe, a_reg_we, a, a_reg_out, a_reg_disp_out);
	 register #(b_width) b_reg(clk, rst_n, b_reg_oe, b_reg_we, b, b_reg_out, b_reg_disp_out);
	 register #(product_width) prod_reg(clk, rst_n, prod_reg_oe, prod_reg_we, product, out, prod_reg_disp_out);
	 assign product = a_reg_out * b_reg_out;
	 always @(posedge clk, negedge rst_n) begin
		if(!rst_n)
			state <= 0;
		else
			state <= next_state;
	 end
	 always @(*) begin
	 	a_reg_oe = 0;
		a_reg_we = 0;
		b_reg_oe = 0;
		b_reg_we = 0;
		prod_reg_oe = 0;
		prod_reg_we = 0;
		case(state)
			0: next_state = write? 1:(multiply? 2: (display? 3: 0));
			1: begin
				a_reg_we = 1;
				b_reg_we = 1;
				next_state = write? 1:(multiply? 2: (display? 3: 0));
			end
			2: begin
				a_reg_oe = 1;
				b_reg_oe = 1;
				prod_reg_we = 1;
				next_state = write? 1:(multiply? 2: (display? 3: 0));
			end
			3: begin
				prod_reg_oe = 1;
				next_state = write? 1:(multiply? 2: (display? 3: 0));
			end
		endcase
	 end
endmodule
==> impl_metrics.tcl <==
# implementation run metrics
set metrics [dict create \
    maxSlewHeadroom_pct 50.62 \
    dpl.cell_count 416 \
    ir_drop_uv 63.91 \
    required_ns 10.01 \
    synth-edff-count 0 \
    hold_violations 0 \
    warnings 25 \
    crit_chain "clkdlybuf4s50_1, inv_1, nor3_1, a21bo_2, o211ai_2" \
    path_buffers 2 \
    mostFrequentLayoutCell "nand2_1" \
    chip_area_mm2 0.01513 \
    fin_worst_skew_ns 0.004917 \
    setup_tns_ns 0 \
    tightestPinTransition_ns 0.7398 \
    syn_area_per_cell_um2 7.988 \
    end_kind "flop" \
    worst_hold_path_type "reg -> reg" \
    arrival_ns 4.05 \
    drt-pass1-iter-count 4 \
    drv_cap 0 \
    reg2regPathDepth 11 \
    routedWlPerCell_um 11.03 \
    holdPathStages 2 \
    fin_crit_sh_pct 39.12 \
    p_per_area_mw_per_mm2 92.95 \
    core-area_mm2 0.01032 \
    cpMaxStageDelayCell "clkdlybuf4s50_1" \
    numSynthFlops 28 \
    synthCells 263 \
    viasPerCell 4.298 \
    numCtsBuffers 3 \
    fin_cells 420 \
    cts-hold-fix-buffers 0 \
    grtUsageMet3_pct 0.8326 \
    syn_to_final_growth_pct 22.75 \
    netlist_area_mm2 0.002101 \
    grtUsageMet2_pct 10.31 \
    slowest_delay_ns 0.88 \
    drt-total-wl_um 4634 \
    clock_latency_ns 0.28 \
    hold_path.startpoint "prod_reg.data[2]" \
    hold_slack_ns 0.4564 \
    grtUsageTotal_pct 6.178 \
    grt_use_met1_pct 8.675 \
    p_leak_uw 0.001101 \
    grt_first_pass_wirelength_um 7921 \
    ff_type "dfxtp_1" \
    period_needed_ns 3.834 \
    rsz0062_at_grt "false" \
    post_cts_buffers 0 \
    crit_type "in -> reg" \
    cp_num_cells 5 \
    hpwl_um 3662 \
    yosysCellCount 263 \
    num_rows 37 \
    critical_path.reg2reg.startpoint "state[3]" \
    cts_max_path_buffers 2 \
    busiest_layer "met2" \
    vias 1805 \
    numClockSinks 28 \
    yosysChipArea_mm2 0.002101 \
    grt_pass1_vias 1703 \
    drive_gt1_share_pct 3.873 \
    die-width_um 123 \
    drt_iter0_markers 70 \
    cts_resized 0 \
    portBuffers 28 \
    r2r_end "prod_reg.data[11]" \
    ys_types 39 \
    worst_path_dominant_cell_family "buffers and inverters" \
    report.final.slew_viol_count 0 \
    floorplanUtilization_pct 20.35 \
    worstSetupStartpointType "input pin" \
    synth_seq_share_pct 27.70 \
    r2r_setup_slack_ns 6.01 \
    path_clk_slew_ns 0.10 \
    htreeDepth 1 \
    status "complete, no violations" \
    die_y_um 123 \
    drtAntennaViolNets 0 \
    yosysWarningCount 4 \
    grt-ovfl-total 0 \
    min_to "prod_reg.data[2]" \
    async_reset_ff_share_pct 14.29 \
    final_cell_mix "nand2_1 (42), clkdlybuf4s50_1 (28), dfxtp_1 (24), inv_1 (23), a21oi_1 (21)" \
    grt_antenna_before_repair 0 \
    path_max_fanout 24 \
    design.portCount 29 \
    timing.fmax_ghz 0.2608 \
    grt_max_degree 41 \
    cts_tree "yes" \
    cts_root_buf "clkbuf_8" \
    setup_viol 0 \
    n_antenna_cell 0 \
    drc 0 \
    gp_congestion 0.8500 \
]
layout make-up:
cell class	count	area [µm²]
fill	1112	7745
multi-input combinational	199	1379
sequential	28	581.8
timing repair buffer	30	295.3
tap	136	170.2
inverter	23	86.33
clock buffer	4	66.31
synth_stat cells, types with 2 or more instances:
library cell | count | area share (%)
nand2_1 | 42 | 7.5
dfxtp_1 | 24 | 23
o21ai_0 | 6 | 1.4
fa_1 | 12 | 11
nor2_1 | 11 | 2.0
inv_1 | 23 | 4.1
nand4_1 | 2 | 0.60
o211ai_1 | 3 | 1.1
nand3_1 | 17 | 4.0
and2_1 | 15 | 4.5
and3_1 | 17 | 5.1
o21a_1 | 4 | 1.4
a31oi_1 | 2 | 0.60
ha_1 | 16 | 9.5
clkbuf_1 | 10 | 1.8
nand2b_1 | 2 | 0.60
or3_1 | 2 | 0.60
a21oi_1 | 21 | 5.0
nor3_1 | 4 | 0.95
dfrtp_1 | 3 | 3.6
a211oi_1 | 5 | 1.8
nor2b_1 | 2 | 0.60
buf_2 | 2 | 0.48
o2111ai_1 | 3 | 1.3
cells by family (layout without fill, tap and decap cells):
family	after synthesis	in the layout	synth area share, %
adders and majority gates	28	28	20.96
AOI/OAI and AO/OA	50	50	15.19
DFF	28	28	27.70
buffers and inverters	36	57	6.909
and+or+nand+nor	121	121	29.24
registers in the layout, indices dropped and copies added, names as in the netlist:
signal	flops
prod_reg.data	12
a_reg.data	8
b_reg.data	4
state	4
metal layers:
layer  vias up  routed length [µm]
li1        948                   -
met1       824                2382
met2        29                2087
met3         4                 120
met4         0                  44
met5         -                   0
metrics by stage:
| stage | area (µm²) | util, % | setup slack, ns | power, µW |
|---|---|---|---|---|
| finish | 2579 | 24.98 | 5.966 | 239.7 |
| global route | 2579 | 24.98 | 5.714 | 253.7 |
| CTS | 2579 | 24.98 | 5.982 | 242.9 |
| detailed placement | 2512 | 24.34 | 5.693 | 160.3 |
| global placement | 2512 | 24.34 | 5.759 | 159.9 |
| floorplan | 2101 | - | 6.261 | 146.9 |
worst register-to-register path, stage by stage (launching register included):
cell      delay (ns)
dfrtp_1         0.54
nor3_2          0.23
buf_4           0.33
nand3_1         0.18
fa_1            0.52
fa_1            0.54
inv_1           0.04
ha_1            0.33
o21ai_0         0.15
or4b_1          0.58
a21bo_2         0.22
o211ai_2        0.06
where the power goes:
group	switching [µW]	internal [µW]
combinational	18.0	14.0
sequential	6.18	119
clock	37.8	44.5
total	62.0	178
how the worst max path moves through the flow:
stage	slack (ns)	endpoint	startpoint
4_1_cts	5.98	prod_reg.data[11]	state[3]
5_1_grt	5.71	prod_reg.data[11]	state[3]
6_report	5.97	prod_reg.data[11]	rst_n
Power and IR drop assume default switching activity.
