File: design/flow/design.v
`timescale 1ns / 1ps
module registers(
        clk,
        oe,
        we,
        addr,
        in,
        out,
        disp_addr,
        disp_out
    );
parameter width = 16;
parameter depth = 8;
parameter addr_width = 3;
input clk;
input oe;
input we;
input [addr_width-1 : 0]    addr;
input [width-1 : 0]         in;
output[width-1 : 0]         out;
input [addr_width-1 : 0]    disp_addr;
output[width-1 : 0]         disp_out;
reg [width-1 : 0]           regs[depth-1 : 0];
reg [addr_width : 0]        i;
initial begin
    for(i = 0; i < depth; i = i + 1)
        regs[i] <= 0;
end
always @(posedge clk) begin
    if(we)
        regs[addr] <= in;
end
assign out = oe ? regs[addr] : 0;
assign disp_out = regs[disp_addr];
endmodule
File: design/flow/run.sh
#!/bin/bash
# OpenROAD 26Q1-2900-gdf79404cd8, Yosys 0.63+post, stock flow scripts
make -C /OpenROAD-flow-scripts/flow DESIGN_CONFIG=/design/flow/config.mk WORK_HOME=/design/flow/orfs finish
File: design/flow/config.mk
export PLATFORM = sky130hd
export DESIGN_NAME = registers
export DESIGN_NICKNAME = registers
export VERILOG_FILES = /design/flow/design.v
export SDC_FILE = /design/flow/constraint.sdc
export NUM_CORES = 4
export LEC_CHECK = 1
export CORE_UTILIZATION = 30
File: design/flow/constraint.sdc
current_design registers

set clk_period 3.3
set clk_io_pct 0.2

create_clock -name clk0 -period $clk_period [get_ports {clk}]

set non_clock_inputs [all_inputs -no_clocks]
set_input_delay [expr $clk_period * $clk_io_pct] -clock clk0 $non_clock_inputs
set_output_delay [expr $clk_period * $clk_io_pct] -clock clk0 [all_outputs]
==> results.py <==
# Auto-generated metrics
metrics = {
    "status": {
        "outcome": "finished clean",
    },
    "routing": {
        "viasPerCell": 5.155,
        "dr.pass1.iters": 4,
        "drt_drc_violations_left": 0,
        "drt_wl_total_um": 14560,
        "n_antenna_cell": 0,
        "vias": 3722,
        "ant_nets": 0,
        "wire_per_inst_um": 20.16,
        "drt-initial-drc-count": 212,
    },
    "setup_path": {
        "worst-path-buf-inv": 3,
        "worstPathCellList": "clkdlybuf4s50_1 -> buf_4 -> mux2_2 -> a22oi_1 -> nor2_1 -> o31a_1 -> clkdlybuf4s50_1",
        "cp-end-kind": "primary output",
        "max_stage_delay_ns": 0.49,
        "cp_top_family": "buffers and inverters",
        "cp.arrival_ns": 2.60,
        "worstSetupPathType": "input port to primary output",
        "critPathLaunch": "addr[1]",
        "crit_end": "out[13]",
        "crit_required_ns": 2.64,
        "cp_max_fo": 6,
        "cp_slowest_cell": "clkdlybuf4s50_1",
        "cpMostUsedCell": "clkdlybuf4s50_1",
        "cp.depth": 7,
        "cp-start-kind": "input port",
    },
    "die": {
        "ios": 57,
        "dieArea_um2": 21040,
        "die_w_um": 145.0,
        "dieHeight_um": 145.0,
        "core_area_um2": 19780,
        "fp-row-count": 51,
        "initCoreUtil_pct": 31.03,
    },
    "power_and_ir_drop": {
        "combPwrFrac_pct": 10.3,
        "cellLeakagePower_uw": 0.002757,
        "sequentialPowerShare_pct": 45.6,
        "power_density_nw_per_um2": 520.5,
        "p_switching_uw": 842.3,
        "clockPowerShare_pct": 44.1,
        "switching_share_pct": 20.57,
        "vdd_drop_max_mv": 0.2814,
        "cell_internal_pwr_uw": 3252,
    },
    "layout": {
        "final_cell_area_um2": 7866,
        "regMostFlops": "regs",
        "lay_top_count": "edfxtp_1",
        "fin_util_pct": 39.77,
        "lay_top_cells": "edfxtp_1 (128), clkdlybuf4s50_1 (54), mux2i_1 (47), mux4_1 (28), buf_4 (25)",
        "largest_reg_flops": 128,
        "nFillCells": 1752,
        "reg.largest.list": "regs x128",
        "final_cells": 722,
        "drive_above_1_share_pct": 20.57,
        "synthToLayoutAreaGrowth_pct": 28.15,
    },
    "synth": {
        "yosys_area_um2": 6138,
        "synth.cell_area_um2": 6138,
        "synth_warnings": 1,
        "syn_inst": 361,
        "ys_cells": 361,
        "synth_cell_types": 33,
        "synth-seq-cells": 128,
        "syn_area_per_cell_um2": 17.00,
        "ys_seq_share_pct": 62.62,
    },
    "timing": {
        "setup_violations": 0,
        "hold_viol": 0,
        "min_period_ns": 3.260,
        "relSlewSlack_pct": 71.56,
        "tightest_slew_ns": 0.4252,
        "timing.fmax_ghz": 0.3068,
        "finalClockPeriodUsage_pct": 98.78,
        "report.final.slew_viol_count": 0,
        "hold_slack_ns": 0.9809,
        "setup_ws_ns": 0.04040,
    },
    "job": {
        "maxCapViolCount": 0,
        "warnings": 25,
    },
    "clock_network": {
        "htreeDepth": 4,
        "clockRootBuffer": "clkbuf_16",
        "clock_sinks": 128,
        "clk_path_buf_depth": 2,
        "tritoncts": "done",
        "cts_inserted_buffers": 17,
        "clk_pin_slew_ns": 0.05,
        "cts_hold_buffers": 0,
    },
    "min_path": {
        "hold_path.class": "input port to flip-flop",
        "hold_depth": 1,
    },
    "global_routing": {
        "grt_start_max_net_pins": 45,
        "grtUsageMet2_pct": 23.58,
        "grt-ovfl-total": 0,
        "gr-usage-met3_pct": 7.019,
        "grt_use_total_pct": 14.81,
        "grt-busiest-layer": "met2",
        "antenna_found_initial": 0,
        "grt_pass1_vias": 4016,
        "use_met1_pct": 19.27,
        "grt_pass1_wl_um": 22430,
    },
    "placed_design": {
        "dpl-instance-area_um2": 7251,
        "detailed_place_hpwl_um": 9112,
        "placed_cells": 689,
        "portBuffers": 56,
        "place_congestion": 0.8147,
        "dp_slack_ns": 0.06256,
    },
}
==> metal layers <==
| metal | routed length (um) | up-vias |
|---|---|---|
| met2 | 7141 | 186 |
| li1 | - | 1676 |
| met1 | 5787 | 1840 |
| met5 | 0 | - |
| met4 | 244 | 0 |
| met3 | 1386 | 20 |
==> repair_timing <==
item,CTS,global route
resized,0,4
endpoints found under the hold margin,0,0
buffers inserted,0,0
setup endpoints to repair,0,7
==> kinds of logic after synthesis <==
group	after synthesis	share of synthesized area (%)
flip-flops	128	62.62
AND/OR/NAND/NOR	45	3.262
multiplexers	100	24.95
AND-OR/OR-AND	58	6.523
buffers and inverters	30	2.650
==> cells in the mapped netlist <==
| cell | count | area (um2) |
|---|---|---|
| edfxtp_1 | 128 | 3844 |
| mux2i_1 | 48 | 480.5 |
| mux4_1 | 28 | 735.7 |
| mux2_2 | 20 | 225.2 |
| nor2_1 | 16 | 60.06 |
| o22ai_1 | 16 | 100.1 |
| nand2_1 | 13 | 48.80 |
| buf_2 | 9 | 45.04 |
| clkbuf_1 | 8 | 30.03 |
| o21a_1 | 8 | 60.06 |
| a211oi_1 | 7 | 52.55 |
| a21oi_1 | 7 | 35.03 |
| o31a_1 | 6 | 52.55 |
| buf_1 | 4 | 15.01 |
| buf_6 | 4 | 45.04 |
| mux4_2 | 4 | 90.09 |
| nand3_1 | 4 | 20.02 |
| nor3_1 | 4 | 20.02 |
| a22oi_1 | 3 | 22.52 |
| nand2b_1 | 3 | 18.77 |
| o21ai_0 | 3 | 15.01 |
| o32ai_1 | 3 | 26.28 |
| a31oi_1 | 2 | 12.51 |
| buf_4 | 2 | 15.01 |
| inv_1 | 2 | 7.510 |
| nor2b_1 | 2 | 12.51 |
| a21boi_0 | 1 | 7.510 |
| a21o_1 | 1 | 7.510 |
| a22o_1 | 1 | 8.760 |
| and3_1 | 1 | 6.260 |
| clkbuf_2 | 1 | 5.000 |
| nor3b_1 | 1 | 7.510 |
| or2_2 | 1 | 6.260 |
==> area by class of cell <==
| type | count | area, um2 | share of cell area (%) |
|---|---|---|---|
| Clock inverter | 14 | 147.6 | 1.877 |
| Multi-Input combinational cell | 203 | 2152 | 27.36 |
| Inverter | 2 | 7.507 | 0.09544 |
| Sequential cell | 128 | 3844 | 48.86 |
| Tap cell | 265 | 331.6 | 4.215 |
| Clock buffer | 18 | 429.2 | 5.456 |
| Timing Repair Buffer | 92 | 954.7 | 12.14 |
==> power by group through the flow <==
stage / Sequential (uW) / Combinational (uW) / Clock, uW
final: 1870 / 421 / 1800
after global routing: 1870 / 454 / 1900
after CTS: 1870 / 422 / 1830
==> worst min-delay path by stage <==
stage | from | endpoint | slack [ns]
after CTS | in[13] | regs[3][13] | 0.98
after global routing | in[1] | regs[3][1] | 0.99
final | in[12] | regs[2][12] | 0.98
==> metrics by stage <==
step,TNS (ns),total power (uW)
after floorplan,0,2101
after global placement,0,2314
after detailed placement,0,2318
after CTS,0,4122
after global routing,-0.01515,4226
final,0,4094
Power figures rest on the tool's default switching activity, not on a simulated workload.
