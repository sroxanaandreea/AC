--- flow/config.mk ---
export PLATFORM = sky130hd
export DESIGN_NAME = text_display
export DESIGN_NICKNAME = text_display
export VERILOG_FILES = /design/flow/design.v
export SDC_FILE = /design/flow/constraint.sdc
export NUM_CORES = 4
export LEC_CHECK = 1
export CORE_AREA = 10 10 70 70
export DIE_AREA = 0 0 80 80
--- flow/constraint.sdc ---
current_design text_display

set clk_period 3.1
set clk_io_pct 0.2

create_clock -name clk0 -period $clk_period

set non_clock_inputs [all_inputs -no_clocks]
set_input_delay [expr $clk_period * $clk_io_pct] -clock clk0 $non_clock_inputs
set_output_delay [expr $clk_period * $clk_io_pct] -clock clk0 [all_outputs]
--- flow/design.v ---
`timescale 1ns / 1ps
module text_display(
		x, y,
		valid_addr, addr, data,
		char_addr, char_data,
		rgb
	);
parameter pos_x = 0;
parameter pos_y = 0;
parameter x_width = 10;
parameter y_width = 10;
parameter rows = 1;
parameter cols = 1;
parameter even_row_even_col_fg	= 7;		 
parameter even_row_odd_col_fg		= 7;		 
parameter odd_row_even_col_fg		= 7;		 
parameter odd_row_odd_col_fg		= 7;		 
parameter even_row_even_col_bg	= 0;		 
parameter even_row_odd_col_bg		= 0;		 
parameter odd_row_even_col_bg		= 0;		 
parameter odd_row_odd_col_bg		= 0;		 
parameter addr_width = 16;
parameter data_width = 16;
parameter data_delay = 1;
parameter char_rows = 8;
parameter char_cols = 8;
parameter char_row_width = 3;
parameter char_col_width = 3;
parameter char_delay = 1;
parameter word_rows = char_rows;
parameter word_cols = (data_width / 8) * char_cols;
parameter char_addr_width = char_row_width + 8;
input	[x_width-1 : 0]			x;
input	[y_width-1 : 0]			y;
output								valid_addr;
output[addr_width-1 : 0]		addr;
input	[data_width-1 : 0]		data;
output[char_addr_width-1 : 0]	char_addr;
input	[0 : char_cols-1]			char_data;
output[2 : 0]						rgb;
wire[x_width-1 : 0]				area_x_data, area_x_char, area_x_rgb, col_data, col_char, col_rgb;
wire[y_width-1 : 0]				area_y, row;
wire									active_data, active_char, active_rgb;
wire[(data_width / 8)-1 : 0]	char_idx;
wire[7 : 0]							char;
wire[char_row_width-1 : 0]		char_row;
wire[char_col_width-1 : 0]		char_col;
wire[char_addr_width-1 : 0]	char_addr;
wire[2:0]							foreground[3:0];
wire[2:0]							background[3:0];
assign foreground[0] = even_row_even_col_fg;
assign foreground[1] = even_row_odd_col_fg;
assign foreground[2] = odd_row_even_col_fg;
assign foreground[3] = odd_row_odd_col_fg;
assign background[0] = even_row_even_col_bg;
assign background[1] = even_row_odd_col_bg;
assign background[2] = odd_row_even_col_bg;
assign background[3] = odd_row_odd_col_bg;
assign area_x_data = x - pos_x;
assign area_x_char = area_x_data - data_delay;
assign area_x_rgb = area_x_char - char_delay;
assign area_y = y - pos_y;
assign col_data = area_x_data / word_cols;
assign col_char = area_x_char / word_cols;
assign col_rgb = area_x_rgb / word_cols;
assign row = area_y / word_rows;
assign active_data = (col_data >= 0) && (col_data < cols) && (row >= 0) && (row < rows);
assign active_char = (col_char >= 0) && (col_char < cols) && (row >= 0) && (row < rows);
assign active_rgb = (col_rgb >= 0) && (col_rgb < cols) && (row >= 0) && (row < rows);
assign valid_addr = active_data;
assign addr = active_data ? (row * cols + col_data) : 0;
assign char_idx = ((data_width / 8) - 1) - (area_x_char % word_cols) / char_cols;
assign char = {	data[{char_idx, 3'h7}],
						data[{char_idx, 3'h6}],
						data[{char_idx, 3'h5}],
						data[{char_idx, 3'h4}],
						data[{char_idx, 3'h3}],
						data[{char_idx, 3'h2}],
						data[{char_idx, 3'h1}],
						data[{char_idx, 3'h0}]};
assign char_col = area_x_rgb % char_cols;
assign char_row = area_y % char_rows;
assign char_addr = active_char ? (char * char_cols + char_row) : 0;
assign rgb = active_rgb ? (char_data[char_col] ? foreground[{row[0], col_rgb[0]}] : background[{row[0], col_rgb[0]}]) : 0;
endmodule
--- flow/run.sh ---
#!/bin/bash
# OpenROAD 26Q1-2900-gdf79404cd8, Yosys 0.63+post, stock flow scripts
make -C /OpenROAD-flow-scripts/flow DESIGN_CONFIG=/design/flow/config.mk WORK_HOME=/design/flow/orfs finish
==> results.py <==
# Auto-generated metrics
metrics = {
    "finish": {
        "ff_count": 0,
        "nClkBuffers": 0,
        "regArea_um2": 0,
        "fin_util_pct": 59.2,
        "finalNonFillerCells": 273,
        "comb_area_um2": 907,
        "final_cell_area_um2": 2020,
        "area_growth_pct": 124,
        "fillers": 261,
        "drive_above_1_share_pct": 46.3,
    },
    "place": {
        "place.gp.congestion": 0.869,
        "placed_cells_incl_taps": 256,
        "port_buffers": 66,
        "placed_area_um2": 1800,
        "hpwlAfterDp_mm": 2.93,
        "pre_cts_slack_ns": -0.960,
    },
    "final_timing": {
        "slew_viol_final": 0,
        "rsz0062_at_grt": "yes",
        "setup_viol": 13,
        "period_used_pct": 103,
        "layout_setup_ws_ns": -0.0967,
        "tns_ns": -0.742,
        "period_needed_ns": 3.20,
        "fin_hold_ws_ns": 1.81,
        "timing.fmax_mhz": 313,
        "hold_viol": 0,
    },
    "setup_path": {
        "crit_arrival_ns": 2.58,
        "startpoint_type": "primary input",
        "end_kind": "primary output",
        "worstPathRequired_ns": 2.48,
        "timing.critical_path.from": "x[2]",
        "critPathMaxFanout": 5,
        "critPathKind": "in -> out",
    },
    "synth": {
        "synthDominantCellAreaShare_pct": 12.5,
        "yosysTopAreaCell": "ha_1",
        "ys_seq_share_pct": 0,
        "synthAoiAreaFrac_pct": 18.7,
        "syn_avg_cell_area_um2": 7.59,
        "yosysCellCount": 119,
        "synth-simple-area-share_pct": 30.1,
        "yosysWarnings": 1,
        "synthMostInstantiatedCell": "buf_4",
        "ys_sh_adder_pct": 14.7,
        "ys_top_logic_family": "simple AND/OR/NAND/NOR gates",
        "mux_area_share_pct": 15.0,
        "xor_area_share_pct": 4.85,
        "syn-instance-count": 119,
        "synthTopCellsByCount": "buf_4 (11), nor2_2 (10), ha_1 (9), inv_1 (9), mux2i_1 (9)",
        "synthDistinctLibCells": 43,
        "yosys-top-cells-area": "ha_1 (12%), mux2i_1 (10%), buf_4 (9.1%), nor2_2 (6.9%), mux4_2 (5.0%)",
        "syn_area_um2": 903,
        "ys_area_um2": 903,
    },
    "floorplan": {
        "fp.dieW_um": 80,
        "die_area_um2": 6400,
        "fp_util_pct": 26.4,
        "rows": 21,
        "core_um2": 3420,
        "ios": 75,
        "die_h_um": 80,
    },
    "detailed_routing": {
        "wl_mm": 3.52,
        "diodes": 0,
        "vias": 1250,
        "drt_first_iter_violations": 28,
        "drtAntennaViolNets": 0,
        "first_pass_iters": 4,
        "via_per_inst": 4.58,
        "wl_per_cell_um": 12.9,
        "drcViolationCount": 0,
    },
    "global_route": {
        "grt_pass1_wl_mm": 5.88,
        "grt_overflow_total": 0,
        "grt_max_degree": 9,
        "grt_pass1_vias": 1371,
        "antenna_found_initial": 0,
        "grtUsageTotal_pct": 10.9,
    },
    "worst_hold_path": {
        "min_from": "x[5]",
        "hold_class": "in -> out",
        "hold_depth": 5,
    },
    "power": {
        "ir_drop_uv": 74.7,
        "p_leak_nw": 0.981,
        "power_mw": 0.215,
        "power_density_nw_per_um2": 106,
    },
    "clock_network": {
        "cts_hold_buffers": 0,
    },
    "run_status": {
        "violations": "setup timing",
        "status": "finished with violations",
    },
    "flow_run": {
        "maxCapViolations": 0,
        "tool_warnings": 35,
    },
}
==> what timing repair did <==
item	CTS	global route
pin swaps	32	7
resized	119	16
gates cloned	1	0
setup endpoints to repair	22	17
buffers inserted	14	2
==> kinds of logic after synthesis <==
| kind of cell | count (synthesis) |
|---|---|
| adder cells (fa/ha/maj) | 10 |
| AND-OR/OR-AND | 22 |
| AND/OR/NAND/NOR | 46 |
| other | 1 |
| multiplexers | 11 |
| XOR/XNOR | 5 |
| buffers and inverters | 24 |
==> path summary, 6_finish.rpt <==
check	endpoint	slack, ns
hold / removal	rgb[2]	1.81
setup / recovery	char_addr[10]	-0.1
==> metal layers <==
layer / share of wire [%] / wire length [um] / up-vias / global-route usage [%]
li1: - / - / 632 / -
met1: 41 / 1450 / 559 / 12.9
met2: 43 / 1500 / 59 / 17.0
met3: 16 / 564 / 0 / 7.05
met4: 0 / 0 / 0 / 0.176
met5: 0 / 0 / - / 0
==> cell usage in the layout, fill, tap and decap left out, drive strengths merged, types with 5 or more instances in the layout <==
cell type      instances
mux2i                  9
inv                    9
a21oi                  5
ha                     9
nand2                  6
clkdlybuf4s50         33
dlygate4sd2            9
buf                   68
nor2                  18
conb                   9
==> where the power goes <==
part	switching (mW)	internal [mW]	total (mW)	leakage, nW
clock network	0	0	0	0
registers	0	0	0	0
logic	0.0807	0.134	0.215	0.981
total	0.0807	0.134	0.215	0.981
==> worst max-delay path, stage by stage <==
cell and delay, ns:
buf_8 0.10, inv_6 0.05, ha_4 0.12, or3b_4 0.40, o41ai_2 0.31, nand4b_1 0.17, a2111o_1 0.37, buf_6 0.16
buf_6 0.11, nor2_1 0.07, buf_2 0.10
==> area by class of cell <==
class / count / share of cell area [%]
inverter: 9 / 2.41
multi-input combinational: 103 / 44.9
tap: 46 / 2.85
timing repair buffer: 115 / 49.9
No activity file was given, so power comes from the tool's default toggle rates.
